File: /design/flow/config.mk
export PLATFORM = sky130hd
export DESIGN_NAME = GAPLUS_STARGEN
export DESIGN_NICKNAME = GAPLUS_STARGEN
export VERILOG_FILES = /design/flow/design.v
export SDC_FILE = /design/flow/constraint.sdc
export NUM_CORES = 4
export LEC_CHECK = 1
export CORE_UTILIZATION = 40
File: /design/flow/constraint.sdc
current_design GAPLUS_STARGEN

set clk_period 5.8
set clk_io_pct 0.2

create_clock -name clk0 -period $clk_period [get_ports {VCLK}]

set non_clock_inputs [all_inputs -no_clocks]
set_input_delay [expr $clk_period * $clk_io_pct] -clock clk0 $non_clock_inputs
set_output_delay [expr $clk_period * $clk_io_pct] -clock clk0 [all_outputs]
File: /design/flow/design.v
module GAPLUS_STARGEN
(
	input       VCLK,
	input       RESET,
	input       VB,
	input [4:0]	C1,
	input [4:0]	C2,
	input [4:0]	C3,
	output reg [7:0] OUT
);
reg        vbtrig;
reg [11:0] sp1,  sp2,  sp3;
reg        sp1d, sp2d, sp3d;
reg [15:0] sLFSR1 = 16'hACE1, LFSR1;
reg [15:0] sLFSR2 = 16'hACE1, LFSR2;
reg [15:0] sLFSR3 = 16'hACE1, LFSR3;
wire [7:0] oSTAR1 = ( LFSR1[15:8] == 8'h80 ) ? LFSR1[7:0] : 0;
wire [7:0] oSTAR2 = ( LFSR2[15:8] == 8'h90 ) ? LFSR2[7:0] : 0;
wire [7:0] oSTAR3 = ( LFSR3[15:8] == 8'hA0 ) ? LFSR3[7:0] : 0;
function [15:0] LFSR;
input [15:0] in;
input			 dir;
	if ( dir ) LFSR = { in[14:0], ((in[15]^in[4])^in[2])^in[1] };  
	else		  LFSR = { ((in[0]^in[2])^in[3])^in[5],  in[15:1] };  
endfunction
always @ ( posedge VCLK or posedge RESET ) begin
	if ( RESET ) begin
		sLFSR1 <= 16'hACE1;
		sLFSR2 <= 16'hACE1;
		sLFSR3 <= 16'hACE1;
		OUT    <= 0;
		vbtrig <= 0;
	end
	else begin
		if ( VB & (~vbtrig) ) begin
			sp1 <= C1[4] ? (12'd384 * C1[2:0]) : C1[2:0]; sp1d <= C1[3];
			sp2 <= C2[4] ? (12'd384 * C2[2:0]) : C2[2:0]; sp2d <= C2[3];
			sp3 <= C3[4] ? (12'd384 * C3[2:0]) : C3[2:0]; sp3d <= C3[3];
			LFSR1 <= sLFSR1;
			LFSR2 <= sLFSR2;
			LFSR3 <= sLFSR3;
			vbtrig  <= 1;
		end
		else begin
			if ( ~VB ) begin
				OUT   <= ( oSTAR1 ? oSTAR1 : ( oSTAR2 ? oSTAR2 : oSTAR3 ) );
				LFSR1 <= LFSR(LFSR1,0);
				LFSR2 <= LFSR(LFSR2,0);
				LFSR3 <= LFSR(LFSR3,0);
				vbtrig <= 0;
			end
			if ( sp1 ) begin sLFSR1 <= LFSR(sLFSR1,~sp1d); sp1 <= sp1-1; end
			if ( sp2 ) begin sLFSR2 <= LFSR(sLFSR2,~sp2d); sp2 <= sp2-1; end
			if ( sp3 ) begin sLFSR3 <= LFSR(sLFSR3,~sp3d); sp3 <= sp3-1; end
		end
	end
end
endmodule
File: /design/flow/run.sh
#!/bin/bash
# OpenROAD 26Q1-2900-gdf79404cd8, Yosys 0.63+post, stock flow scripts
make -C /OpenROAD-flow-scripts/flow DESIGN_CONFIG=/design/flow/config.mk WORK_HOME=/design/flow/orfs finish
==> out/qor.yml <==
status:
  status: "complete, no violations"
cts:
  clk_root_buffer_cell: "sky130_fd_sc_hd__clkbuf_16"
  worst_setup_hold_path_clk_slew_ns: 0.06
  cts_buffers: 17
  clock_tree.htree_level_count: 4
  cts_hold_repair.buffers: 0
  post_cts_resized: 0
  tritoncts: "yes"
  post-cts-setup-buffer-count: 0
  numClockSinks: 144
  clock.latency.late_pin_ns: 0.41
  max-clock-path-buffers: 2
logic_synthesis:
  mapped_cells: 713
  yosys.cell_types.count: 52
  synth.avg_cell_area_um2: 10.67
  ys_ff: 144
  synthMuxAreaShare: 0.08901
  edf_count: 87
  yosys.area_share.adder: 0.02600
  common_cells: "sky130_fd_sc_hd__nand2_1 (157), sky130_fd_sc_hd__edfxtp_1 (87), sky130_fd_sc_hd__nor2_1 (43), sky130_fd_sc_hd__o21ai_0 (43), sky130_fd_sc_hd__xnor2_1 (40)"
  top_area_cell: "sky130_fd_sc_hd__edfxtp_1"
  synth_warnings: 1
  yosys_area_um2: 7605
  synthSimpleGateAreaFrac: 0.1660
  synthFlopType: "sky130_fd_sc_hd__edfxtp_1"
  proportion_of_synthesized_flip_flops_having_asynchronous_set_or_reset: 0.3958
  ys_cells: 713
  syn_area_um2: 7605
  synth_top_cell_by_count: "sky130_fd_sc_hd__nand2_1"
  compound_area_frac: 0.08177
  synth_sequential_area_ratio: 0.5350
  top_cell_area_share: 0.3435
  synthTopLogicFamily: "simple AND/OR/NAND/NOR gates"
  synthXorXnorAreaFrac: 0.06877
  top_cells_by_area: "sky130_fd_sc_hd__edfxtp_1 (34%), sky130_fd_sc_hd__dfrtp_1 (11%), sky130_fd_sc_hd__dfstp_2 (8.3%)"
worst_setup_path:
  critical-path-max-stage-delay_ns: 0.76
  timing.reg2reg.setup_slack_ns: 3.48
  critical_path.reg2reg.startpoint: "sp2[3]"
  worst_path_max_delay_cell: "sky130_fd_sc_hd__nor2b_4"
  ff2ff_path_depth: 4
  critical_path.reg2reg.endpoint: "sLFSR2[14]"
  setup.worst_path.end_class: "register"
  arrival_ns: 3.48
  cp-start-kind: "primary input"
  timing.critical_path.fanout_max: 63
  critPathTopFamily: "buffers and inverters"
  path_common_cell: "sky130_fd_sc_hd__buf_4"
  timing.critical_path.buf_inv: 3
  crit_type: "in -> reg"
  required_ns: 5.94
  ordered_cell_list_for_the_critical_path: "clkdlybuf4s50_1 > buf_4 > nor2b_4 > buf_4 > o21ai_0"
sta:
  worst_setup_margin_ns: 2.461
  final-setup-viol-count: 0
  rsz0062_at_grt: "no"
  timing_worst_slew_pin_value_ns: 0.9050
  final_max_slew_viol_count: 0
  largest_clock_skew_in_the_final_design_ns: 0.007925
  setup-tns-final_ns: 0
  finalCritPeriodShare: 0.5757
  number_of_endpoints_with_negative_hold_slack_in_the_final_report: 0
  worst_slew_margin_rel: 0.3940
  fmax_mhz: 299.5
  post-route-min-period_ns: 3.339
power_and_ir_drop:
  power_density_nw_per_um2: 354.9
  clock_power_share: 0.356
  total_switching_power_uw: 780.0
  internal_power_contribution_uw: 2303
  worst_ir_drop_vdd_v: 0.0002136
  p_leak_uw: 0.003428
  switching_power_share_of_the_total: 0.2530
  p_comb_frac: 0.165
  post-layout-total-power_uw: 3083
  relative_contribution_of_sequential_cells_to_total_power: 0.479
detailed_routing:
  drt-vias-per-instance: 5.270
  drt_pre_antenna_iters: 5
  wl_per_cell_um: 15.14
  detailroute.via_count: 5149
  antenna_nets_post_route: 0
  post-route-drc-count: 0
  finalWirelength_mm: 14.80
  detailedRoute.firstIterationViolations: 292
  antennaDiodeCount: 0
cells_and_area:
  post_route_cells_drive_above_1_share: 0.1454
  area_growth_pct: 14.22
  final_cell_area_excluding_filler_cells_um2: 8686
  final_core_density: 0.4659
floorplan:
  core_util_floorplan: 0.4079
  die_x_um: 139.9
  chipArea_um2: 19570
  core_um2: 18640
  placementRows: 50
  die_height_um: 139.9
  pin_count: 26
global_route:
  grt_pass1_vias: 5039
  antenna_found_initial: 0
  grt_use_total: 0.1697
  grt-ovfl-total: 0
  grt_max_degree: 64
  first_pass_grt_wire_length_mm: 25.47
placed_design:
  place_area_um2: 8087
  place_congestion: 0.8528
  placement.io_buffers: 25
  pre_cts_ws_ns: 2.016
  place_hpwl_mm: 9.900
min_path:
  min-delay-start: "sLFSR3[13]"
  timing.hold.worst.class: "reg -> reg"
  hold_worst_path_end: "sLFSR3[13]"
  worstHoldPathCells: 2
run:
  maxCapViolations: 0
  number_of_warnings_the_tools_reported: 30
area by class of cell:
class                   count  area, um2
fillers                  1651       9957
flip-flops and latches    144       4069
multi-input cells         509       3309
clock buffers              27      524.3
repair buffers             36      332.8
well taps                 234      292.8
inverters                  22      82.58
clock inverters             5      75.07
cells by family after synthesis:
| kind of cell | after synthesis |
|---|---|
| simple gates | 278 |
| flops | 144 |
| compound gates | 102 |
| buf+inv | 60 |
| mux | 60 |
| xor+xnor | 55 |
| fa+ha+maj | 14 |
state kept, by name, summed over array words and instances (netlist names), 8 cells and up:
register	flops
LFSR2	16
sp3	12
OUT	8
LFSR1	16
sLFSR1	16
sLFSR3	16
LFSR3	16
sLFSR2	16
sp2	12
sp1	12
how the worst max path moves through the flow:
stage | to | start | slack [ns] | cells after the start
CTS | sp3[9] | VB | 2.46 | 5
global route | sp3[11] | VB | 2.23 | 5
finish | LFSR1[15] | VB | 2.46 | 5
metrics by stage:
| stage | instances | hold WS (ns) |
|---|---|---|
| floorplan | 713 | 0.4241 |
| global placement | 945 | 0.4949 |
| detailed placement | 945 | 0.4958 |
| CTS | 977 | 0.5049 |
| global route | 977 | 0.5313 |
| finish | 977 | 0.5010 |
power by group through the flow:
stage | clock, uW | combinational, uW | sequential [uW]
global route | 1170 | 572 | 1500
CTS | 1120 | 514 | 1470
finish | 1100 | 508 | 1480
routing by layer:
layer	GRT usage	part of all wire	vias up
met5	0	0	-
met4	0.01966	0.013	0
met3	0.05961	0.069	10
met2	0.2426	0.44	104
met1	0.2709	0.48	2495
li1	-	-	2540
cells in the final DEF, fill, tap and decap left out, types with 21 or more instances in the layout:
| cell type | count |
|---|---|
| sky130_fd_sc_hd__dfrtp_1 | 33 |
| sky130_fd_sc_hd__o21ai_0 | 43 |
| sky130_fd_sc_hd__nand3_1 | 22 |
| sky130_fd_sc_hd__inv_1 | 21 |
| sky130_fd_sc_hd__dfstp_2 | 24 |
| sky130_fd_sc_hd__nand2_1 | 157 |
| sky130_fd_sc_hd__mux2i_1 | 29 |
| sky130_fd_sc_hd__clkdlybuf4s50_1 | 25 |
| sky130_fd_sc_hd__edfxtp_1 | 87 |
| sky130_fd_sc_hd__a21oi_1 | 28 |
| sky130_fd_sc_hd__mux2_2 | 21 |
| sky130_fd_sc_hd__nor2_1 | 43 |
| sky130_fd_sc_hd__xnor2_1 | 40 |
worst register-to-register path, cell delays in order (launching register included):
cell                       delay [ns]
sky130_fd_sc_hd__edfxtp_1        0.45
sky130_fd_sc_hd__or4_4           0.62
sky130_fd_sc_hd__nor3_4          0.25
sky130_fd_sc_hd__a21o_2          0.48
sky130_fd_sc_hd__mux2_2          0.40
Power figures rest on the tool's default switching activity, not on a simulated workload.
